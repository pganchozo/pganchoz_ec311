$ cat /design/flow/run.sh
#!/bin/bash
# OpenROAD 26Q1-2900-gdf79404cd8, Yosys 0.63+post, stock flow scripts
make -C /OpenROAD-flow-scripts/flow DESIGN_CONFIG=/design/flow/config.mk WORK_HOME=/design/flow/orfs finish
$ cat /design/flow/config.mk
export PLATFORM = sky130hd
export DESIGN_NAME = binary_to_segment
export DESIGN_NICKNAME = binary_to_segment
export VERILOG_FILES = /design/flow/design.v
export SDC_FILE = /design/flow/constraint.sdc
export NUM_CORES = 4
export LEC_CHECK = 1
export CORE_AREA = 10 10 70 70
export DIE_AREA = 0 0 80 80
$ cat /design/flow/constraint.sdc
current_design binary_to_segment

set clk_period 2.3
set clk_io_pct 0.2

create_clock -name clk0 -period $clk_period

set non_clock_inputs [all_inputs -no_clocks]
set_input_delay [expr $clk_period * $clk_io_pct] -clock clk0 $non_clock_inputs
set_output_delay [expr $clk_period * $clk_io_pct] -clock clk0 [all_outputs]
$ cat /design/flow/design.v
`timescale 1ns / 1ps
module binary_to_segment(bin_in, seven_out);
input [4:0] bin_in;
output reg [6:0] seven_out;
always @(bin_in)
begin
	case(bin_in)
		5'b00000: seven_out= 7'b0000001;  
		5'b00001: seven_out= 7'b1001111;  
		5'b00010: seven_out= 7'b0010010;  
		5'b00011: seven_out= 7'b0000110;  
		5'b00100: seven_out= 7'b1001100;  
		5'b00101: seven_out= 7'b0100000;  
		5'b00110: seven_out= 7'b0001111;  
		5'b00111: seven_out= 7'b0000000;  
		5'b01000: seven_out= 7'b0000100;  
		5'b01001: seven_out= 7'b0001000;  
		5'b01111: seven_out = 7'b0110001;  
		5'b01101: seven_out = 7'b1110001;  
		5'b10100: seven_out = 7'b1000010;  
		5'b00000: seven_out = 7'b0000001;  
		5'b10010: seven_out = 7'b0011000;  
		5'b01110: seven_out = 7'b0110000;  
		5'b01100: seven_out = 7'b1101010;  
		5'b10001: seven_out = 7'b1111110;  
		default: seven_out = 7'h1;
	endcase
end
endmodule
==> run notes <==
fresh numbers from the pnr run: Core ar. 3420 µm², pin count of the biggest net entering global routing 8, height of the die 80 µm, status finished, final reports clean, RePlAce Congestion 0.808, first-pass GRT wire length 1.66 mm, Initial DRC Count 9, pre-CTS setup slack -0.394 ns, Synth Area per Inst between 7 and 8 µm², max_slew headroom 0.806, crit path DAT 1.76 ns, Final Hold Slack ~1.6 ns, Pwr Total 0.110 mW, WHS Endpoint seven_out[0], I/O pin total 12, Tool Warnings 37, post-route cell area ~680 µm², max-slew violations 0, Hold Violations, Final 0, hpwl dp 858 µm, dpl cell area 577 µm², area grow syn2layout 121%, final setup violation count 0, Peak VDD IR 27.1 µV, area occupied by registers 0 µm², final worst slack 0.0804 ns, yosys stat area 310 µm², Post-synth seq share 0, WL per Instance 9.68 µm, IO Port Bufs 12, commonest non-fill, non-tap cells in the layout buf_4, dlygate4sd2_1, mux2i_1, o21ai_1, ha_2, Die Wd 80 µm, layout cells sized above 1 0.479, Leak Pwr 0.324 nW, DRC 0, total routed wirelength 1.13 mm, Rows 21, YS warnings 1, post-route ant nets 0, total of max-cap violations 0, CTS Hold Bufs 0, fmax 0.451 GHz, worst slew pin tran about 0.29 ns, seq_cells 0, Die Size about 6400 µm², initial antenna violation count 0, most common logic cell in the routed design buf_4, Syn Inst Count 40, FP Util 0.0908, gr usage total 0.0302, Power Dens Cells approximately 160 nW/µm², # Cells Yosys 40, Hold Crit Start bin_in[0], via count a little over 400, Setup CP Type primary input to output pin, diode count 0, worst-path fanout max 3, Min-Delay Path Depth 5, crit path DRT 1.84 ns, cell type with the largest total area ha_1, Fill cells 370, vias in the first global route about 380, drt pass-1 iters 2, total gr overflow 0, Distinct cells, synth 24, Worst setup SP type primary input, period utilization 0.965, Synth area leaders ha_1, mux2i_1, o32ai_1, nand3b_1, o21a_1, HP Class primary input to output pin, Final min period ~2.2 ns, Vias/cell 3.51, Post-Synthesis Cell Area 310 µm², Clock Buffer Count 0, Crit. End Element output pin, Yosys top cell area share 0.202
## critical path: stages
cell	delay, ns
dlygate4sd2_1	0.25
inv_2	0.07
buf_4	0.12
ha_2	0.18
mux2i_2	0.08
and2_1	0.17
o31ai_2	0.21
clkdlybuf4s15_1	0.21
## worst max path at each step
stage | startpoint | to
finish | bin_in[1] | seven_out[1]
global route | bin_in[1] | seven_out[1]
CTS | bin_in[3] | seven_out[0]
## per-stage QoR
| step | util | std cells | TNS (ns) |
|---|---|---|---|
| floorplan | - | 40 | 0 |
| global placement | 0.169 | 110 | -2.34 |
| detailed placement | 0.169 | 110 | -2.42 |
| CTS | 0.181 | 113 | -0.0582 |
| global route | 0.200 | 117 | -0.0152 |
| finish | 0.200 | 117 | 0 |
## cell families (layout without fill, tap and decap cells)
group,count (synthesis),in the layout,share of synthesized area
AOI/OAI and AO/OA,13,13,0.302
xor gates and xnor gates,1,1,0.0282
adders and majority gates,5,5,0.202
buffers and inverters,5,36,0.101
muxes,5,5,0.161
and+or+nand+nor,11,11,0.206
## metal layers
metal / routed length, µm / GRT usage
met4: 0 / 0
met2: 569 / 0.0594
met5: 0 / 0
met1: 510 / 0.0356
met3: 54 / 0.00341
## area by class of cell
class                           instances  area, µm²  share of cell area
Multi-Input combinational cell         35        332               0.484
Timing Repair Buffer                   34        288               0.420
Tap cell                               46       57.6              0.0841
Inverter                                2       7.51              0.0110
## report_power, final
group / switching, mW / internal, mW / total (mW)
Combinational: 0.0433 / 0.0669 / 0.110
Clock: 0 / 0 / 0
Sequential: 0 / 0 / 0
Total: 0.0433 / 0.0669 / 0.110
## Yosys cell counts
master    number
nor2_1         1
xnor2_1        1
and2b_1        1
nand2_1        2
o21a_1         2
nand3b_1       2
a211oi_1       1
buf_2          1
ha_1           5
nand2b_1       2
o21ai_1        1
o31ai_2        1
nand3_1        1
and2_1         1
a21oi_1        1
buf_4          1
inv_1          2
mux2i_1        5
o22ai_1        2
o32ai_1        2
o21ai_0        2
nor2b_1        1
a31o_1         1
buf_6          1
## what timing repair did
item	CTS	global route
resized	17	10
endpoints found under the setup margin	7	4
pin swaps	2	3
buffers inserted	3	4
Power figures rest on the tool's default switching activity, not on a simulated workload.
